`/design/flow/run.sh`:
```
#!/bin/bash
# OpenROAD 26Q1-2900-gdf79404cd8, Yosys 0.63+post, stock flow scripts
make -C /OpenROAD-flow-scripts/flow DESIGN_CONFIG=/design/flow/config.mk WORK_HOME=/design/flow/orfs finish
```
`/design/flow/config.mk`:
```
export PLATFORM = sky130hd
export DESIGN_NAME = ascii_send
export DESIGN_NICKNAME = ascii_send
export VERILOG_FILES = /design/flow/design.v
export SDC_FILE = /design/flow/constraint.sdc
export NUM_CORES = 4
export LEC_CHECK = 1
export CORE_AREA = 10 10 74 74
export DIE_AREA = 0 0 84 84
```
`/design/flow/constraint.sdc`:
```
current_design ascii_send

set clk_period 1.5
set clk_io_pct 0.2

create_clock -name clk0 -period $clk_period [get_ports {clk}]

set non_clock_inputs [all_inputs -no_clocks]
set_input_delay [expr $clk_period * $clk_io_pct] -clock clk0 $non_clock_inputs
set_output_delay [expr $clk_period * $clk_io_pct] -clock clk0 [all_outputs]
```
`/design/flow/design.v`:
```
`timescale 1ns / 1ps
module ascii_send(
    input           clk,
    input           reset,
    input           btn,
    output          start,
    output  [7:0]   tx_data
    );
    parameter IDLE = 1'b0, TX = 1'b1;
    reg state,next_state;
    reg start_reg,start_next;
    reg [7:0] a_data_reg, a_data_next;
    assign start=start_reg;
    assign tx_data=a_data_reg;
    always @(posedge clk, posedge reset) begin
        if(reset) begin
            state <= IDLE;
            a_data_reg <= 8'h30;  
            start_reg <= 1'b0;
        end else begin
            state <= next_state;
            a_data_reg <= a_data_next;
            start_reg <= start_next;
        end
    end
    always @(*) begin
        next_state = state;
        start_next = start_reg;
        a_data_next = a_data_reg;
        case(state)
            IDLE: begin
                start_next = 1'b0;
                if(btn == 1'b1) begin
                    next_state = TX;
                end
            end
            TX: begin
                start_next = 1'b1;  
                a_data_next = a_data_reg + 1;
                next_state = IDLE;
            end
        endcase
    end
endmodule
```
==> results.yml <==
# generated from flow reports
yosys:
  yosysWarnings: 1
  synth_area_leader_cell: "dfrtp_1"
  synth-seq-cells: 10
  avgSynthCellArea_um2: 13.56
  syn_inst: 31
  postSynthSeqShare_pct: 60.12
  post_synth_num_cell_types: 15
  topCellsByArea: "dfrtp_1 (48%), dfstp_2 (13%), xnor2_1 (8.3%), xor2_1 (6.2%), nand4_4 (5.1%)"
  syn_area_um2: 420.4
  ys_cells: 31
  ys_chip_area_um2: 420.4
  yosysTopAreaCellShare_pct: 47.62
timing:
  slew_headroom_pct: 76.35
  fin_setup_tns_ns: 0
  setup_viol: 0
  fin_worst_skew_ns: 0.001096
  finalClockPeriodUsage_pct: 96.06
  worst_pin_slew_ns: 0.3544
  rsz0062_at_grt: "no"
  final_hold_viol_count: 0
  period_needed_ns: 1.441
  slew_violations: 0
  fin_ws_ns: 0.05905
  fmax_ghz: 0.6940
pwr:
  power_density_mw_per_mm2: 1732
  peakVddDrop_v: 0.0005583
  p_leak_nw: 0.2802
  finalPower_mw: 1.166
floorplanning:
  core-area_mm2: 0.003971
  row_count: 23
  dieHeight_um: 84
  dieArea_mm2: 0.007056
  fp_util_pct: 10.59
  die_x_um: 84
  boundaryPins: 12
cells_and_area:
  fin_area_um2: 673.1
  seqCellArea_um2: 257.7
  fillers: 441
  logic_area_um2: 156.4
  syn_to_final_growth_pct: 60.12
  drive_above_1_share_pct: 32.65
  layout_top_cell: "clkdlybuf4s50_1"
  final_util_pct: 16.95
  largest_reg_flops: 8
placed_design:
  gp_congestion: 0.7572
  dp_hpwl_um: 686.6
  place_ws_ns: 0.1876
  placed_area_um2: 585.6
  io_buffers: 11
cts:
  cts_made_buffers: 3
  h-tree-depth: 1
  worstSkewPairLatency_ns: 0.23
  clock_sinks: 10
  ctsHoldBuffers: 0
  cts_buffer_depth: 2
  cts_tree: "built"
  root_buffer: "clkbuf_8"
  clk_pin_slew_ns: 0.04
drt:
  antenna_cells: 0
  drtIter0Drc: 21
  drc: 0
  wl_per_cell_um: 9.152
  drt-vias-per-instance: 2.980
  drtPass1Iterations: 2
  wl_um: 906
  ant_nets: 0
  vias: 295
worst_setup_path:
  crit_arrival_ns: 1.14
  crit_buf_inv: 1
  required_ns: 1.20
  r2r_setup_slack_ns: 0.31
  path_cells: "clkdlybuf4s50_1"
  crit_path_end_kind: "output pin"
  slowest_stage: "clkdlybuf4s50_1"
  worst_setup_path_start_kind: "register"
  slowest_delay_ns: 0.50
  crit_path_max_fanout: 4
  crit_family: "buffers and inverters"
  path_class: "reg2out"
global_routing:
  grt_max_degree: 11
  grt_pass1_wl_um: 1449
  grt_pass1_vias: 288
  grt_usage_pct: 2.540
  grt_overflow: 0
  grt_antenna_before_repair: 0
status:
  outcome: "completed"
job:
  warnings: 25
  maxCapViolations: 0
min_path:
  hold_path.class: "in2async"
through the flow:
stage	hold slack, ns	instances
after floorplan	0.1387	31
after global placement	0.4547	91
after detailed placement	0.4579	91
after CTS	0.3457	97
after global routing	0.3628	99
final	0.3375	99
Yosys cell counts:
library cell  instances
nand4_4               1
nand4_1               2
nor2_1                1
nand2_1               3
xor2_1                3
buf_4                 1
inv_1                 1
xnor2_1               4
mux2_1                1
nor2b_1               1
ha_1                  1
and3_1                1
dfstp_2               2
nor3_2                1
dfrtp_1               8
final cells by class:
class / instances / share of cell area [%]
Clock buffer: 4 / 8.178
Inverter: 1 / 0.5576
Multi-Input combinational cell: 19 / 23.23
Sequential cell: 10 / 38.29
Tap cell: 50 / 9.294
Timing Repair Buffer: 15 / 20.45
path summary, 6_finish.rpt:
path,from,endpoint,depth (start not counted)
setup / recovery,a_data_reg[0]$_DFFE_PP0P_,tx_data[0],1
hold / removal,reset,start_reg$_DFF_PP0_,2
setup reg to reg,a_data_reg[5]$_DFFE_PP1P_,a_data_reg[6]$_DFFE_PP0P_,4
hold reg to reg,a_data_reg[7]$_DFFE_PP0P_,a_data_reg[7]$_DFFE_PP0P_,1
max in group asynchronous,reset,a_data_reg[4]$_DFFE_PP1P_,2
min in group clk0,a_data_reg[7]$_DFFE_PP0P_,a_data_reg[7]$_DFFE_PP0P_,1
power by group:
group / switching [mW] / internal (mW) / total (mW)
combinational: 0.118 / 0.249 / 0.367
sequential: 0.0980 / 0.377 / 0.475
clock: 0.0949 / 0.230 / 0.325
layer usage:
layer	share of wire, %	vias up	GRT usage, %
met5	0	-	0
met4	0.55	0	0.3044
met3	16	2	2.461
met2	35	12	2.857
met1	48	143	3.372
li1	-	138	-
cell families (layout without fill, tap and decap cells):
group / count (synthesis) / in the layout / synth area share (%)
simple gates: 10 / 10 / 16.96
buf+inv: 2 / 20 / 2.678
xor+xnor: 7 / 7 / 14.58
fa+ha+maj: 1 / 1 / 2.976
mux: 1 / 1 / 2.678
flops: 10 / 10 / 60.12
timing repair:
item	4_1_cts	5_1_grt
resized	4	2
endpoints found under the setup margin	4	3
endpoints found under the hold margin	0	0
buffers inserted	2	2
Power and IR drop assume default switching activity.
