`flow/design.v`:
```
`timescale 1ns / 1ps
module top_uart(
    input clk,
    input reset,
    input rx,
    output tx
    );
    wire w_rx_done;
    wire [7:0] w_rx_data;
    uart_why u_uart_why03(
        .clk(clk),
        .reset(reset),
        .start(w_rx_done),
        .tx_data(w_rx_data),
        .o_txd(tx),
        .o_tx_done(),  
        .rx(rx),
        .o_rx_data(w_rx_data),
        .o_rx_done(w_rx_done)
    );
endmodule
`timescale 1ns / 1ps
module uart_why(
    input clk,
    input reset,
    input start,
    input [7:0] tx_data,
    output o_tx_done,
    output o_txd,
    input rx,
    output [7:0] o_rx_data,
    output o_rx_done
    );
    wire w_br_tick;
    wire w_loop;
    baudrate_generator u_baud_gen(
        .clk(clk),
        .reset(reset),
        .br_tick(w_br_tick)
    );
    transmitter u_tarnsmitter(
        .clk(clk),
        .reset(reset),
        .br_tick(w_br_tick),
        .start(start),
        .tx_data(tx_data),
        .tx(o_txd),
        .tx_done(o_tx_done)
    );
    receiver u_receiver(
        .clk(clk),
        .reset(reset),
        .rx(rx),
        .br_tick(w_br_tick),
        .rx_data(o_rx_data),
        .rx_done(o_rx_done)
    );
endmodule
module baudrate_generator(
    input clk,
    input reset,
    output br_tick
);
    reg [$clog2(100_000_000/9600/16)-1:0] r_counter;
    reg r_tick;
    assign br_tick = r_tick;
    always @(posedge clk, posedge reset) begin
        if(reset) begin
            r_counter <= 0;
            r_tick <= 1'b0;
        end else begin
            if(r_counter == 100_000_000/9600/16 - 1) begin
                r_counter <= 0;
                r_tick <= 1'b1;
            end else begin
                r_counter <= r_counter + 1;
                r_tick <= 1'b0;       
            end
        end
    end
endmodule
module transmitter (
    input clk,
    input reset,
    input br_tick,
    input [7:0] tx_data,
    input start,
    output tx_done,
    output tx
);
    reg [3:0] state,next_state;
    reg tx_reg, tx_next;
    reg tx_done_reg,tx_done_next;
    reg [7:0] temp_data_reg,temp_data_next;
    reg [3:0] tick_cnt_reg,tick_cnt_next;  
    reg [2:0] bit_cnt_reg,bit_cnt_next; 
    parameter IDLE_S = 4'd0;
    parameter START_S = 4'd1;
    parameter D0_S = 4'd2, D1_S = 4'd3, D2_S = 4'd4, D3_S = 4'd5, D4_S = 4'd6, D5_S = 4'd7, D6_S = 4'd8, D7_S = 4'd9;
    parameter DATA_S = 4'd11;
    parameter STOP_S = 4'd10;
    assign tx = tx_reg;
    assign tx_done = tx_done_reg;
    always @(posedge clk,posedge reset) begin
        if(reset) begin
            state <= IDLE_S;
            tx_reg <= 1'b1;
            tx_done_reg <= 1'b0;
            temp_data_reg <= 0;
            tick_cnt_reg <= 0;
            bit_cnt_reg <= 0;
        end else begin
            state <= next_state;
            tx_reg <= tx_next;
            tx_done_reg <= tx_done_next;
            temp_data_reg <= temp_data_next;
            tick_cnt_reg <= tick_cnt_next;
            bit_cnt_reg <= bit_cnt_next;
        end
    end
    always @(*) begin
        next_state = state;  
        tx_next = tx_reg;
        tx_done_next = tx_done_reg;
        temp_data_next = temp_data_reg;
        tick_cnt_next = tick_cnt_reg;
        bit_cnt_next = bit_cnt_reg; 
        case(state)
            IDLE_S: begin
                tx_next = 1'b1;
                tx_done_next = 1'b0;
                if(start == 1'b1) begin
                    temp_data_next = tx_data;
                    next_state = START_S;
                    tick_cnt_next = 0;  
                    bit_cnt_next = 0;
                end
            end
            START_S: begin
                tx_next = 1'b0;
                if(br_tick) begin
                    if(tick_cnt_reg == 15) begin
                        next_state = DATA_S; 
                        tick_cnt_next = 0;
                    end else begin
                        tick_cnt_next = tick_cnt_reg + 1;
                    end
                end
            end
            DATA_S: begin
                tx_next = temp_data_reg[0];
                if(br_tick) begin
                    if(tick_cnt_reg == 15) begin
                        tick_cnt_next = 0;
                        if(bit_cnt_reg == 7) begin
                            next_state = STOP_S;
                            bit_cnt_next = 0;
                        end else begin
                            temp_data_next = {1'b0,temp_data_reg[7:1]};
                            bit_cnt_next = bit_cnt_reg + 1;
                        end
                    end else begin
                        tick_cnt_next = tick_cnt_reg + 1;
                    end
                end
            end
            STOP_S: begin
                tx_next = 1'b1;
                if(br_tick) begin
                    if(tick_cnt_reg == 15) begin
                        tx_done_next = 1'b1;
                        next_state = IDLE_S;
                        tick_cnt_next = 0;
                    end else begin
                        tick_cnt_next = tick_cnt_reg + 1;
                    end
                end
            end
        endcase
    end
endmodule
module receiver(
    input          clk,
    input          reset,
    input          br_tick,
    input          rx,
    output  [7:0]  rx_data,
    output         rx_done
);
    parameter IDLE = 2'd0,START = 2'd1,DATA = 2'd2, STOP = 2'd3;
    reg [1:0] state,next_state;
    reg [7:0] rx_data_reg,rx_data_next;
    reg [15:0] sample_bit_reg,sample_bit_next;
    reg [2:0] bit_cnt_reg,bit_cnt_next;  
    reg [3:0] sample_cnt_reg, sample_cnt_next;
    reg rx_done_reg,rx_done_next;
    assign rx_data = rx_data_reg;
    assign rx_done = rx_done_reg;
    always @(posedge clk or posedge reset) begin
        if(reset) begin
            state <= IDLE;
            rx_data_reg <= 0;
            sample_cnt_reg <= 0;
            rx_done_reg <= 1'b0;
            sample_cnt_reg <= 0;
            sample_bit_reg <= 0;
            rx_data_reg <= 0;
            bit_cnt_reg <= 0;
        end else begin
            rx_data_reg <= rx_data_next;
            state <= next_state;
            sample_cnt_reg <= sample_cnt_next;
            rx_done_reg <= rx_done_next;
            sample_cnt_reg <= sample_cnt_next;
            sample_bit_reg <= sample_bit_next;
            rx_data_reg <= rx_data_next;
            bit_cnt_reg <= bit_cnt_next;
        end
    end
    always @(*) begin
        next_state      = state;  
        rx_done_next    = rx_done_reg;
        sample_cnt_next = sample_cnt_reg;
        sample_bit_next = sample_bit_reg;
        rx_data_next = rx_data_reg;
        bit_cnt_next = bit_cnt_reg;
        case (state)
            IDLE: begin
                rx_done_next = 1'b0;
                if(rx == 1'b0) begin
                    sample_cnt_next = 0;  
                    next_state = START;
                end else begin
                    next_state = IDLE;  
                end
            end
            START: begin
                rx_data_next = 0;
                if(br_tick) begin
                    if(sample_cnt_reg == 15) begin
                        sample_cnt_next = 0;
                        next_state = DATA;
                    end else begin
                        sample_cnt_next = sample_cnt_reg + 1;
                        next_state = START;  
                    end
                end
            end 
            DATA : begin
                if(br_tick) begin
                    sample_bit_next = {rx,sample_bit_reg[15:1]};  
                    if(sample_cnt_reg == 15) begin
                        sample_cnt_next = 0;
                        rx_data_next = {sample_bit_reg[7],rx_data_reg[7:1]};
                        if(bit_cnt_reg == 7) begin
                            bit_cnt_next = 0;
                            next_state = STOP;
                        end else begin
                            bit_cnt_next = bit_cnt_reg + 1;
                        end
                    end 
                    else begin
                        sample_cnt_next = sample_cnt_reg + 1;
                    end
                end
            end
            STOP : begin
                if(br_tick) begin
                    if(sample_cnt_reg == 15) begin
                        sample_cnt_next = 0;
                        rx_done_next = 1'b1;
                        next_state = IDLE;
                    end else begin
                        sample_cnt_next = sample_cnt_reg + 1;
                    end
                end
            end
        endcase
    end
endmodule
```
`flow/run.sh`:
```
#!/bin/bash
# OpenROAD 26Q1-2900-gdf79404cd8, Yosys 0.63+post, stock flow scripts
make -C /OpenROAD-flow-scripts/flow DESIGN_CONFIG=/design/flow/config.mk WORK_HOME=/design/flow/orfs finish
```
`flow/config.mk`:
```
export PLATFORM = sky130hd
export DESIGN_NAME = top_uart
export DESIGN_NICKNAME = top_uart
export VERILOG_FILES = /design/flow/design.v
export SDC_FILE = /design/flow/constraint.sdc
export NUM_CORES = 4
export LEC_CHECK = 1
export CORE_UTILIZATION = 40
```
`flow/constraint.sdc`:
```
current_design top_uart

set clk_period 4.1
set clk_io_pct 0.2

create_clock -name clk0 -period $clk_period [get_ports {clk}]

set non_clock_inputs [all_inputs -no_clocks]
set_input_delay [expr $clk_period * $clk_io_pct] -clock clk0 $non_clock_inputs
set_output_delay [expr $clk_period * $clk_io_pct] -clock clk0 [all_outputs]
```
==> results.txt <==
Flow results follow.

The endpoint of the worst hold path is u_uart_why03.u_baud_gen.r_counter[0]. The master cell of the clock root buffer is clkbuf_8. Entering global routing, the biggest net connects 35 pins. The sequential standard cell area is 1510 sq um. The worst max-slew margin expressed relative to the limit is 54.2%. The number of pins with negative max-slew slack in the final report is 0. Per the placement log, port buffering inserted 3 buffers. The filler cells instantiated in the layout total 639. Each instance of the synthesized netlist takes up on average 10.9 sq um. The clock tree from TritonCTS is built. The global-route wire length before repair is 8.67 mm. In this run switching power makes up 20.6% of total power. The iteration count of the initial detailed-routing pass is 4. The post-synthesis chip area from yosys is 2860 sq um. The count of nets left with antenna violations once routing finished came out at 0. The cell total in the yosys stat output is 261. The critical path maximum fanout is 2. The dominant cell type by area after synthesis is dfrtp_1.

Combinational logic is responsible for 1.3% of the overall power. Measured along the x axis, the die boundary spans 86.5 microns. The number of warnings reported in the stage logs is 27. The count of standard-cell rows is 30. In this run the power spent charging and discharging nets is 219 uW. Across all layers, the routed design uses 1962 vias. The gate count of the mapped netlist is 261. The script logs the mean routed wire length per placed instance as 13.3 microns. The number of maximum-capacitance violations recorded for the run is 0.

The OpenROAD report gives the critical path a data arrival time of 1.30 ns. Along the worst hold path, the cell count comes to 1. In the post-synthesis netlist, the biggest area contributors are dfrtp_1 50%, a22o_1 4.6%, ha_1 3.9%, mux2_2 3.9%, nand2_1 3.5%.

Setup repair after global routing left no endpoint under its margin. The hold buffer count at CTS is 0. The power density over the cells is 340 nW/um^2.

The starting utilization of the core area is 41.8%. The netlist area before placement is 2860 sq um. The run finished with clean final reports. The height of the die is 86.5 microns.

The via count normalized by instance count is 5.36. The overall fraction of global-route tracks in use is 15.1%. The slowest stage of the critical path belongs to the cell dfstp_2. Warnings reported by Yosys during synthesis add up to 3. The cell family contributing the most delay on the critical path is flip-flops. Once synthesis finished, the tally of register bits stood at 60. At the pin with the least slew margin, the transition time is 0.687 ns. Counting tap cells, the placed design contains a total of 351 instances.

The H-tree generated during clock tree synthesis spans 3 levels. The design draws 1070 uW. For this run, the slowest stage of the critical path takes 0.53 ns.

The share of final-layout standard cells stronger than drive strength 1 is 13.7%. The maximum frequency from static timing analysis is 471 MHz. The via count of the first global-routing pass is 1833. After clock tree synthesis, the repair step resized 0 gates. The relative area change from synthesis to final layout is 9.72%. The chip occupies 7480 sq um. The number of diodes added for antenna fixing is 0. The post-CTS setup buffer count is 0.

The critical hold path startpoint is u_uart_why03.u_baud_gen.r_counter[0]. The startpoint type of the worst setup path is a flop. For the worst reg-to-reg path, the startpoint reported by OpenROAD is u_uart_why03.u_baud_gen.r_tick. In this run the count of I/O pins placed on the die edge is 4. The internal power of the cells totals 846 uW. The final critical delay including setup and external delays is 2.12 ns. The sink count of the clock tree is 60.

Clock-pin slew was measured on the worst setup and hold paths at 0.06 ns. The sequential power share is 55.7%. The leakage component of the power was reported as 0.00146 uW. The congestion estimate from routability-driven global placement came to 0.792. The worst hold path belongs to the class flop to flop.

By startpoint and endpoint, the worst setup path is classified as flop to output pin. The number of buffers inserted during clock tree synthesis is 9. The total length of routed wires is 4.88 mm. Per the timing report, the most critical flop-to-flop path finishes at u_uart_why03.u_tarnsmitter.bit_cnt_reg[0]. By instance count after routing, the leading logic cell type is dfrtp_1. The maximum vdd drop is 0.000225 V.

The share of synthesized area in the top cell type comes to 49.9%. The portion of total power attributed to the clock network is 43.0%. The maximum clock path buffer count is 2.

The final report lists the setup-violating endpoint count as 0. The sum of negative setup slack is 0 ns. In the final report, the number of hold violations comes to 0. The detailed placement HPWL is 3.17 mm. Recorded from the global router log, the overflow total was 0.

The number of flip-flops in the largest register is 10. The floorplan step defined a core boundary enclosing 6830 sq um. The worst clock skew is 0.00711 ns. Synthesis instantiated 46 different standard cells from the library.

In the layout the commonest cells are 57 x dfrtp_1, 27 x nand2_1, 15 x o21ai_0, 15 x a22o_1, 15 x nand4_1. The part of the Yosys area used for sequential elements is 52.7%. The number of remaining DRC errors is 0. The number of antenna violations at the first check in global routing is 0. The footprint of the multi-input gates is 1270 sq um. At the worst endpoint, the required time is 3.28 ns.

The final critical path takes up 51.8% of the cycle. The insertion delay at the late pin of the worst-skew pair is 0.33 ns. The finished layout holds 366 standard cells, fillers aside. Setup slack on the worst reg-to-reg path comes out at 2.10 ns. The cell sequence reported for the critical path is clkdlybuf4s50_1. Along the critical path, the tally of buffer and inverter instances is 1. The worst setup path is captured at an output pin. The cell count of the worst reg-to-reg path is 4. The first routing iteration left 98 violations.
## per-stage QoR
stage / setup slack, ns / cell area [sq um] / utilization (%) / hold WS (ns)
3_5_place_dp: 1.91 / 2970 / 43.4 / 0.484
5_1_grt: 1.91 / 3130 / 45.9 / 0.512
6_report: 1.98 / 3130 / 45.9 / 0.489
3_3_place_gp: 1.89 / 2970 / 43.4 / 0.478
2_1_floorplan: 1.80 / 2860 / - / 0.446
4_1_cts: 1.95 / 3130 / 45.9 / 0.494
## cell families (layout without fill, tap and decap cells)
kind of cell	count (synthesis)	count (layout)	synth area share [%]
compound gates	58	58	14.8
flops	60	60	52.7
simple gates	95	95	17.2
mux	14	14	6.31
fa+ha+maj	9	9	3.94
xor+xnor	8	8	2.45
buf+inv	17	26	2.67
## how the worst max path moves through the flow
stage                                  from  endpoint  slack [ns]  cells after the start
4_1_cts   u_uart_why03.u_tarnsmitter.tx_reg        tx        1.95                      1
5_1_grt   u_uart_why03.u_tarnsmitter.tx_reg        tx        1.91                      1
6_report  u_uart_why03.u_tarnsmitter.tx_reg        tx        1.98                      1
## synth_stat cells, drive strengths merged
master and number:
dfrtp 57, nand2 27, o21ai 17, nor2 16, a22o 15, nand4 15
nand3 14, mux2 13, ha 9, a21oi 7, a32oi 7, clkbuf 7
inv 6, nor3 6, xnor2 6, buf 4, a21o 3, and3 3
dfstp 3, nand2b 3, nor2b 3, and4 2, nor3b 2, o211ai 2
xor2 2, a21boi 1, a22oi 1, a31oi 1, and2 1, and3b 1
mux2i 1, nand3b 1, o211a 1, o221ai 1, o31ai 1, o41ai 1
or3 1
## power groups by stage
| stage | Clock, uW | Combinational (uW) | Sequential (uW) |
|---|---|---|---|
| final | 458 | 14.2 | 593 |
| after CTS | 475 | 15.4 | 593 |
| after global routing | 510 | 17.6 | 592 |
## cell type report
class | instances | area share, %
tap | 96 | 3.83
sequential | 60 | 48.0
timing repair buffer | 5 | 1.44
multi-input combinational | 184 | 40.7
clock buffer | 15 | 5.31
inverter | 6 | 0.719
## metal layers
metal	vias to the layer above	part of all wire (%)	global-route usage, %
met4	0	0.53	1.67
met5	-	0	0
met3	2	3.0	3.86
li1	977	-	-
met1	965	51	23.9
met2	18	46	22.7
No activity file was given, so power comes from the tool's default toggle rates.
